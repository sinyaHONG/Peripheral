[flow/run.sh]
#!/bin/bash
# OpenROAD 26Q1-2900-gdf79404cd8, Yosys 0.63+post, stock flow scripts
make -C /OpenROAD-flow-scripts/flow DESIGN_CONFIG=/design/flow/config.mk WORK_HOME=/design/flow/orfs finish
[flow/config.mk]
export PLATFORM = sky130hd
export DESIGN_NAME = key_btn
export DESIGN_NICKNAME = key_btn
export VERILOG_FILES = /design/flow/design.v
export SDC_FILE = /design/flow/constraint.sdc
export NUM_CORES = 4
export LEC_CHECK = 1
export CORE_AREA = 10 10 88 88
export DIE_AREA = 0 0 98 98
[flow/design.v]
module key_btn(
	input clk_12m,
	input rst_n,
	input key_in,
	output key_out
);
parameter KEY_JITTER = 8'd20;  
parameter OUT_SDA= 4'd2;
reg [1:0] rst_n_sys_r;
wire  rst_n_sys;
always @(posedge clk_12m or negedge rst_n) begin
	if(!rst_n) begin
		rst_n_sys_r <= 2'b00;
	end
	else begin
		rst_n_sys_r[0] <= 1'b1 ;
		rst_n_sys_r[1] <= rst_n_sys_r[0];		
	end 
end
assign rst_n_sys = rst_n_sys_r[1];
reg [1:0]key_in_r;
reg [15:0] delay_cnt;
wire key_in_change;
wire key_in_r_test1;
wire key_in_r_test2;
always @ (posedge clk_12m or negedge rst_n_sys) begin
	if(!rst_n_sys) begin
		key_in_r <= 2'b00;
	end
	else  begin
		key_in_r <= {key_in_r[0],key_in};
	end 
end 
assign  key_in_change = (~key_in_r[1]&key_in_r[0]) | (key_in_r[1] & ~ key_in_r[0]); 
assign	key_in_r_test1 = (~key_in_r[1]&key_in_r[0]);
assign	key_in_r_test2 = (key_in_r[1] & (~ key_in_r[0]));
always @(posedge clk_12m or negedge rst_n_sys) begin
	if(!rst_n_sys) begin
		delay_cnt <= 16'd0;
	end 
	else begin
		if(key_in_change) begin
			delay_cnt <= 16'd0;
		end
		else if (delay_cnt == KEY_JITTER) begin
			delay_cnt <= 16'd0;
		end
		else begin
			delay_cnt <= delay_cnt + 1'b1;
		end 
	end 
end
assign key_out = ((delay_cnt == KEY_JITTER ) && (key_in == 1'b1) ) ? 1'b1 : 1'b0; 
endmodule
[flow/constraint.sdc]
current_design key_btn

set clk_period 3.2
set clk_io_pct 0.2

create_clock -name clk0 -period $clk_period [get_ports {clk_12m}]

set non_clock_inputs [all_inputs -no_clocks]
set_input_delay [expr $clk_period * $clk_io_pct] -clock clk0 $non_clock_inputs
set_output_delay [expr $clk_period * $clk_io_pct] -clock clk0 [all_outputs]
==> flow_metrics.env <==
# yosys + openroad results
export IMPL_status="finished clean"
export IMPL_ys_chip_area_um2=929.6
export IMPL_yosysTopAreaCell="dfrtp_1"
export IMPL_finalMaxSlewViolations=0
export IMPL_vias=616
export IMPL_cts_path_max_buffers=2
export IMPL_critPathLaunchType="register"
export IMPL_gr_usage_met3_pct=1.351
export IMPL_drtIter0Drc=15
export IMPL_antenna_found_initial=0
export IMPL_clock_sinks=20
export IMPL_routed_via_density=3.624
export IMPL_relSlewSlack_pct=51.68
export IMPL_drt_total_wl_mm=1.477
export IMPL_firstDrtPassIters=2
export IMPL_die_w_um=98
export IMPL_cp_max_fo=6
export IMPL_worstSkewPairLatency_ns=0.25
export IMPL_cts_setup_buffers=0
export IMPL_port_buffer_count=3
export IMPL_peakVddDrop_mv=0.4158
export IMPL_yosys_cell_types_count=23
export IMPL_netlist_area_um2=929.6
export IMPL_p_leak_uw=0.0004474
export IMPL_yosys_cells=89
export IMPL_dp_hpwl_mm=1.082
export IMPL_place_gp_congestion=0.7677
export IMPL_rsz0062_at_grt="no"
export IMPL_worst_pin_slew_ns=0.7248
export IMPL_ios=4
export IMPL_setup_violations=0
export IMPL_netlist_instances=89
export IMPL_post_dp_cell_area_mm2=0.001050
export IMPL_ctsResizeCount=0
export IMPL_n_fill_cell=634
export IMPL_ctsHoldBuffers=0
export IMPL_worst_r2r_startpoint="delay_cnt[3]"
export IMPL_htree_levels=1
export IMPL_fp_util_pct=15.70
export IMPL_area_growth_pct=18.84
export IMPL_area_leaders="dfrtp_1 (54%), xnor2_1 (9.4%), nor2_1 (6.1%), nand3_1 (3.2%), xor2_1 (2.8%)"
export IMPL_powerDensity_mw_per_mm2=440.2
export IMPL_fin_crit_ns=2.491
export IMPL_root_buffer="clkbuf_8"
export IMPL_top_area_share_pct=53.84
export IMPL_cts_made_buffers=3
export IMPL_r2r_end="delay_cnt[15]"
export IMPL_grt_pass1_vias=659
export IMPL_top_usage_layer="met2"
export IMPL_wire_per_inst_um=8.688
export IMPL_critPathKind="reg2out"
export IMPL_required_ns=2.56
export IMPL_drive_gt1_share_pct=8.421
export IMPL_period_used_pct=77.83
export IMPL_grt_overflow=0
export IMPL_dieArea_mm2=0.009604
export IMPL_fmax_ghz=0.4015
export IMPL_fin_area_mm2=0.001105
export IMPL_hold_viol_final=0
export IMPL_path_clk_slew_ns=0.07
export IMPL_yosys_warnings=1
export IMPL_drtAntennaViolNets=0
export IMPL_grtUsageTotal_pct=3.351
export IMPL_n_antenna_cell=0
export IMPL_warnings=26
export IMPL_placement_rows=28
export IMPL_ys_ff=20
export IMPL_use_met1_pct=4.329
export IMPL_max_cap_viol_count=0
export IMPL_die_h_um=98
export IMPL_tritoncts="yes"
export IMPL_crit_path_end_kind="output port"
export IMPL_setup_tns_ns=0
export IMPL_clock_skew_ns=0.001283
export IMPL_grt_max_degree=19
export IMPL_core_area_mm2=0.005921
export IMPL_r2r_cells=4
export IMPL_grt_pass1_wl_mm=2.856
export IMPL_synth_seq_area_share_pct=53.84
export IMPL_avgSynthCellArea_um2=10.45
export IMPL_reg2reg_slack_ns=1.52
export IMPL_crit_arrival_ns=1.85
export IMPL_drc=0
export IMPL_grt_util_met2_pct=5.431
export IMPL_hp_class="reg2async"
metal layers:
layer | part of all wire, % | up-vias
li1 | - | 312
met1 | 51 | 296
met2 | 43 | 6
met3 | 5.2 | 2
met4 | 0.27 | 0
met5 | 0 | -
where the power goes:
part | total [uW] | internal [uW] | switching, uW
logic | 27.6 | 12.9 | 14.7
clock network | 184 | 109 | 75.2
registers | 274 | 261 | 12.9
area by class of cell:
type / count / area (um^2) / area share (%)
flip-flops and latches: 20 / 500.5 / 45.30
multi-input cells: 63 / 406.6 / 36.81
well taps: 75 / 93.84 / 8.494
clock buffers: 4 / 55.05 / 4.983
repair buffers: 3 / 30.03 / 2.718
inverters: 5 / 18.77 / 1.699
stage by stage:
step | setup WS, ns | cells | hold WS [ns] | power, uW | utilization (%)
final | 0.7093 | 170 | 0.3027 | 486.3 | 18.66
after global routing | 0.4676 | 170 | 0.3699 | 516.6 | 18.66
after CTS | 0.6751 | 170 | 0.3334 | 496.3 | 18.66
after detailed placement | 0.8337 | 166 | 0.3336 | 307.5 | 17.73
after global placement | 0.8479 | 166 | 0.3243 | 307.5 | 17.73
after floorplan | 1.627 | 89 | 0.2266 | 297.2 | -
sequential cells by signal, indices dropped and copies added (netlist names):
register / flops
delay_cnt: 16
key_in_r: 2
rst_n_sys_r: 2
Yosys cell counts:
cell type  number
dfrtp_1        20
nor2_1         15
xnor2_1        10
nand3_1         6
inv_1           5
nand2_1         3
nand4_1         3
nor4_1          3
xor2_1          3
a21oi_1         2
and3_1          2
ha_1            2
nor3_1          2
nor4b_1         2
o21ai_0         2
or3_1           2
and2b_2         1
and3_2          1
clkbuf_1        1
conb_1          1
nand4_4         1
nor3b_1         1
or3_4           1
worst max-delay path: stages, from the launching register on:
cell and delay, ns:
dfrtp_1 0.46, nor4b_1 0.32, nand4_1 0.21, nor2_1 0.14, clkdlybuf4s50_1 0.48
kinds of logic (layout without fill, tap and decap cells):
family	Yosys count	in the layout	share of synthesized area (%)
AND-OR/OR-AND	4	4	2.154
XOR/XNOR	13	13	12.25
adder cells (fa/ha/maj)	2	2	2.691
buffers and inverters	6	12	2.422
flip-flops	20	20	53.84
other	1	1	0.4034
AND/OR/NAND/NOR	43	43	26.25
worst max path at each step:
stage	start	endpoint	cells after the start
6_report	delay_cnt[3]	key_out	4
5_1_grt	delay_cnt[0]	key_out	6
4_1_cts	delay_cnt[3]	key_out	4
cells in the final DEF (no fill, tap or decap), drive strengths merged:
cell type and count:
xnor2 10, xor2 3, ha 2, nor4 3
clkbuf 4, dfrtp 20, nor3 2, a21oi 2
and3 3, or3 3, clkdlybuf4s50 3, nor4b 2
o21ai 2, conb 1, nand2 3, inv 5
nor3b 1, nor2 15, and2b 1, nand3 6
nand4 4
Power and IR drop assume default switching activity.
