<file path="flow/config.mk">
export PLATFORM = sky130hd
export DESIGN_NAME = async_fifo
export DESIGN_NICKNAME = async_fifo
export VERILOG_FILES = /design/flow/design.v
export SDC_FILE = /design/flow/constraint.sdc
export NUM_CORES = 4
export LEC_CHECK = 1
export CORE_AREA = 10 10 70 70
export DIE_AREA = 0 0 80 80
</file>
<file path="flow/constraint.sdc">
current_design async_fifo

set clk_period 4.2
set clk_io_pct 0.2

create_clock -name clk0 -period $clk_period [get_ports {rclk}]
create_clock -name clk1 -period $clk_period [get_ports {wclk}]

set non_clock_inputs [all_inputs -no_clocks]
set_input_delay [expr $clk_period * $clk_io_pct] -clock clk0 $non_clock_inputs
set_output_delay [expr $clk_period * $clk_io_pct] -clock clk0 [all_outputs]
</file>
<file path="flow/design.v">
module async_fifo 
#(
		parameter DATA_WIDTH = 8,
		parameter ADD_WIDTH	 = 5 ,
		parameter RAM_DEPTH = (1 << ADD_WIDTH)
)
(
			input	rst,
			input	wclk,
			input	w_en,
			input	rclk,
			input	r_en,
			input	[DATA_WIDTH-1 : 0]data_in,
			output	 full,
			output	 empty,
			output 	reg	[DATA_WIDTH-1 : 0]data_out
);
reg [ADD_WIDTH-1 : 0]	w_add_bin;
reg [ADD_WIDTH-1 : 0]	r_add_bin;
reg [ADD_WIDTH-1 : 0]	w_add_gray;
reg [ADD_WIDTH-1 : 0]	r_add_gray;
reg [ADD_WIDTH-1 : 0] 	w_add_gray_r1;
reg [ADD_WIDTH-1 : 0]	w_add_gray_r2;
reg [ADD_WIDTH-1 : 0] 	r_add_gray_r1;
reg [ADD_WIDTH-1 : 0]	r_add_gray_r2;
reg [DATA_WIDTH-1 : 0]	mem [RAM_DEPTH-1 : 0];  
always@(posedge wclk) begin
	if(rst) begin
		w_add_bin <=  'b0;
	end 
	else if((1 == w_en) && (0 == full))begin
		w_add_bin <= w_add_bin + 'b1;
	end 
	else begin
		w_add_bin <= w_add_bin;
	end 
end
always@(posedge rclk) begin
	if(rst) begin
		r_add_bin <=   'b0;
	end 
	else if((1 == r_en) && (0 == empty))begin
		r_add_bin <= r_add_bin + 'b1;
	end 
	else begin
		r_add_bin <= r_add_bin;
	end 
end
always@(posedge wclk) begin
	if(rst) begin
		w_add_gray <=   'b0;
	end 
	else if(w_en && (!full))begin
		w_add_gray <= {1'b0 , w_add_bin[ADD_WIDTH-1 : 1]} ^ w_add_bin;
	end 
	else begin
		w_add_gray <= w_add_gray;
	end 
end
always@(posedge rclk) begin
	if(rst) begin
		r_add_gray <=   'b0;
	end 
	else if(w_en && (!full))begin
		r_add_gray <= {1'b0 , r_add_bin[ADD_WIDTH-1 : 1]} ^ r_add_bin;
	end 
	else begin
		r_add_gray <= r_add_gray;
	end 
end
always@(posedge wclk) begin
	if(rst) begin
		w_add_gray_r1 <=   'b0;
		w_add_gray_r2 <=   'b0;
	end
	else begin
		w_add_gray_r1 <= w_add_gray;
		w_add_gray_r2 <= w_add_gray_r1;
		if((1 == w_en) && (0 == full) ) begin
			data_out <= mem[w_add_gray_r2];
		end 
	end 
end 
always@(posedge rclk) begin
	if(rst) begin
		r_add_gray_r1 <=   'b0;
		r_add_gray_r2 <=   'b0;
	end 
	else begin
		r_add_gray_r1 <= r_add_gray;
		r_add_gray_r2 <= r_add_gray_r1;
		if((1 == r_en) && (0 == empty) ) begin
			data_out <= mem[r_add_gray_r2];
		end
	end 
end
assign full = ((w_add_bin[ADD_WIDTH-1] != r_add_bin[ADD_WIDTH-1])&&  \
					(w_add_bin[ADD_WIDTH-2:0]==r_add_bin[ADD_WIDTH-2:0])) ? 1 : 0;
assign empty = (r_add_bin == w_add_bin) ? 1 : 0 ;
endmodule
</file>
<file path="flow/run.sh">
#!/bin/bash
# OpenROAD 26Q1-2900-gdf79404cd8, Yosys 0.63+post, stock flow scripts
make -C /OpenROAD-flow-scripts/flow DESIGN_CONFIG=/design/flow/config.mk WORK_HOME=/design/flow/orfs finish
</file>
==> metrics.csv <==
stage,metric,value,unit
outcome,outcome,finished clean,
worst_setup_path,"Req. time, crit path",3.36,ns
layout,Area Overhead vs Synth,16.2,%
routing,final WL,1.25,mm
floorplan,IO Pins,23,
worst_setup_path,endpoint class of the critical path,output port,
worst_setup_path,critical path arrival,2.10,ns
timing,Setup-failing EPs final,0,
flow_run,Log Warnings,34,
routing,vias per inst,3.83,
synth,post-synth top area share,0.289,
worst_setup_path,critical-path cell list,xor2_1 > nor4_2 > buf_4 > and2_2 > clkdlybuf4s50_1,
synth,most area-hungry cell type in the Yosys netlist,dfxtp_1,
timing,slew margin rel.,0.621,
global_routing,grt ovf,0,
pwr,Pwr Density,346,nW/um^2
timing,final hold vios,0,
synth,and+or+nand+nor area frac,0.251,
routing,WL per Instance,9.33,um
worst_setup_path,critical path class,reg2out,
clocking,# clock sinks,10,
global_routing,first-pass GRT wire length,2.01,mm
synth,Synth cell types,29,
timing,Fin Clk Skew,0.00357,ns
floorplan,FP Rows,21,
floorplan,Die Width,80,um
synth,# Cells Yosys,78,
clocking,postcts setup bufs,0,
worst_setup_path,CP max stage cell,nor4_2,
synth,ys async rst share,0,
worst_setup_path,CP Launch Type,register,
floorplan,die area,6400,um^2
flow_run,number of max-cap violations,0,
timing,setup_tns,0,ns
routing,vias,513,
floorplan,Starting Density,0.203,
pwr,Comb power frac,0.216,
pwr,leakage,0.368,nW
synth,adder share,0.0361,
clocking,"CTS clk-pin slew, worst paths",0.04,ns
global_routing,initial antenna violation count,0,
synth,top-count cell post-synth,dfxtp_1,
clocking,CTS tree,yes,
synth,largest non-sequential cell family by area,simple AND/OR/NAND/NOR gates,
worst_setup_path,RR Startpoint,w_add_bin[1],
synth,"EDFF count, synth",0,
synth,Syn Area/Cell,8.89,um^2
synth,commonest cells in the netlist,"dfxtp_1 (10), buf_4 (8), nor2_1 (7)",
synth,Synth area leaders,"dfxtp_1 (29%), buf_4 (8.7%), mux2_1 (8.1%)",
worst_setup_path,CP startpoint,w_add_bin[1],
synth,"Top FF cell, synth",dfxtp_1,
pwr,Worst VDD drop,0.0836,mV
worst_setup_path,critical path peak fanout,6,
synth,aoi share,0.0722,
synth,mux share,0.148,
synth,Syn Inst Count,78,
timing,Slew @ Worst Pin,0.566,ns
worst_setup_path,r2r worst-path depth,5,
synth,Yosys Chip Area,693,um^2
pwr,Flop pwr share,0.384,
synth,Synth Seq Share,0.289,
worst_setup_path,crit-path max cell delay,0.52,ns
floorplan,chip height,80,um
timing,max-slew violations,0,
routing,DRC,0,
place,cell area after placement,753,um^2
pwr,Pint,0.206,mW
place,gp weighted congestion,0.713,
min_path,worst min-delay path class,reg2reg,
pwr,Net Sw Frac,0.259,
min_path,Hold Crit Start,r_add_bin[1],
global_routing,total track usage,0.0386,
routing,Ant. Diodes,0,
place,Post-DP HPWL,960,um
synth,Synth Warn #,9,
timing,RSZ-0062 raised after global routing,false,
timing,worst hold slack,0.519,ns
global_routing,vias in the first global route,472,
layout,fin area,806,um^2
layout,fin util,0.236,
routing,Post-DRT Antenna Nets,0,
worst_setup_path,capturing point of the worst reg2reg path,r_add_bin[2],
global_routing,largest net degree at the start of global routing,20,
worst_setup_path,"setup slack, reg-to-reg",2.42,ns
pwr,Clk pwr share,0.400,
synth,Post-synth regs,10,
clocking,"Gates resized, CTS repair",0,
routing,DR iter-0 viols,44,
synth,Syn Std Cell Area,693,um^2
pwr,Net Sw Power,0.0722,mW
synth,yosys xor share,0.0758,
floorplan,Core ar.,3420,um^2
clocking,Post-CTS Hold Buffers,0,
routing,drt pass-1 iters,4,
worst_setup_path,Worst Setup EP,empty,
layout,layout cells sized above 1,0.148,
place,# port buffers,5,
## critical path: cells and delay by family, from the launching register on
kind | cells | cell delay, ns
xor+xnor | 1 | 0.17
simple gates | 2 | 0.66
buf+inv | 2 | 0.69
flops | 1 | 0.33
## per-layer routing
layer / up-vias / wire (um) / GRT usage
li1: 265 / - / -
met1: 226 / 521 / 0.0444
met2: 18 / 541 / 0.0530
met3: 4 / 128 / 0.0273
met4: 0 / 58 / 0.0176
met5: - / 0 / 0
## power by group through the flow
| stage | clock network (mW) | logic [mW] | registers [mW] |
|---|---|---|---|
| 4_1_cts | 0.116 | 0.0612 | 0.107 |
| 5_1_grt | 0.126 | 0.0675 | 0.108 |
| 6_report | 0.111 | 0.0601 | 0.107 |
## logic make-up after synthesis
group | after synthesis
xor gates and xnor gates | 6
adders and majority gates | 2
other | 1
and+or+nand+nor | 30
DFF | 10
buffers and inverters | 12
AOI/OAI and AO/OA | 8
muxes | 9
## cell type report
class	instances	area, um^2
Fill cell	370	2610
Inverter	1	3.75
Multi-Input combinational cell	63	434
Tap cell	46	57.6
Sequential cell	10	200
Timing Repair Buffer	6	57.6
Clock buffer	8	52.6
## per-stage QoR
stage / total power [mW] / cells / setup WS, ns
after global routing: 0.301 / 134 / 1.07
after CTS: 0.285 / 134 / 1.23
after detailed placement: 0.170 / 126 / 1.49
after floorplan: 0.159 / 85 / 2.28
after global placement: 0.168 / 126 / 1.51
final: 0.278 / 134 / 1.26
## registers in the layout, summed over array words and instances, names as in the netlist
signal,cells
r_add_bin,5
w_add_bin,5
## worst min path at each step
stage	endpoint	slack (ns)	cells after the start
4_1_cts	r_add_bin[1]	0.53	2
5_1_grt	r_add_bin[4]	0.56	2
6_report	r_add_bin[1]	0.52	2
## layout by cell type, fill, tap and decap left out, drive strengths merged
master	instances
dfxtp	10
conb	8
clkbuf	8
nor2	7
mux2	7
xor2	5
a21oi	5
nor2b	5
clkdlybuf4s50	5
nand4	4
nand2	3
nand2b	3
and2	2
and2b	2
mux2i	2
ha	2
a21boi	2
nor4	1
xnor2	1
or2b	1
or3	1
inv	1
nand3	1
a31oi	1
buf	1
Power is estimated from default activity; no workload was simulated.
